--- design/flow/run.sh ---
#!/bin/bash
# OpenROAD 26Q1-2900-gdf79404cd8, Yosys 0.63+post, stock flow scripts
make -C /OpenROAD-flow-scripts/flow DESIGN_CONFIG=/design/flow/config.mk WORK_HOME=/design/flow/orfs finish
--- design/flow/config.mk ---
export PLATFORM = sky130hd
export DESIGN_NAME = twos_complementor
export DESIGN_NICKNAME = twos_complementor
export VERILOG_FILES = /design/flow/design.v
export SDC_FILE = /design/flow/constraint.sdc
export NUM_CORES = 4
export LEC_CHECK = 1
export CORE_AREA = 10 10 70 70
export DIE_AREA = 0 0 80 80
--- design/flow/constraint.sdc ---
current_design twos_complementor

set clk_period 1.9
set clk_io_pct 0.2

create_clock -name clk0 -period $clk_period

set non_clock_inputs [all_inputs -no_clocks]
set_input_delay [expr $clk_period * $clk_io_pct] -clock clk0 $non_clock_inputs
set_output_delay [expr $clk_period * $clk_io_pct] -clock clk0 [all_outputs]
--- design/flow/design.v ---
`timescale 1ns / 1ps
module twos_complementor(input [7:0] in,
                         output [7:0] out);
   assign out = ~in + 1;
endmodule
==> flow_metrics.tcl <==
# place-and-route summary
set metrics [dict create \
    setup.worst_path.end "out[5]" \
    required_ns 1.52 \
    topCellsByArea "xnor2_1, nor4_4, xor2_1" \
    p_clk_share_pct 0 \
    avgSynthCellArea_um2 7.65 \
    pwr-share-seq_pct 0 \
    postSynthSeqShare_pct 0 \
    yosysWarnings 0 \
    grt_pass1_vias 218 \
    grt_setup_unrepaired "yes" \
    crit_slowest_cell "or4_4" \
    cts_setup_buffers 0 \
    drtIter0Drc 2 \
    layout_top_cell "dlygate4sd2_1" \
    p_leak_nw 0.161 \
    finalClockPeriodUsage_pct 98.1 \
    critPathTopFamily "simple AND/OR/NAND/NOR gates" \
    die_x_um 80 \
    antenna_found_initial 0 \
    synth_cells 18 \
    logic_area_um2 144 \
    worstPathArrival_ns 1.48 \
    gp_congestion 0.741 \
    port_buffers 16 \
    avgViaCountPerCell 2.30 \
    layout_top_cells "dlygate4sd2_1, buf_4, xnor2_1" \
    fp_util_pct 4.03 \
    fin_tns_setup_ns 0 \
    ir_drop_mv 0.0204 \
    drive_gt1_share_pct 36.8 \
    core-area_mm2 0.00342 \
    warning_count 34 \
    clock.fmax_ghz 0.536 \
    globalRoute.totalOverflow 0 \
    net-switching-power_mw 0.0228 \
    holdWs_ns 1.11 \
    finalPower_mw 0.0635 \
    start_kind "primary input" \
    end_kind "output port" \
    critPathMaxFanout 2 \
    top_area_share_pct 25.5 \
    status "finished, final reports clean" \
    period_minus_slack_ns 1.86 \
    clkbuf_count 0 \
    ant_nets 0 \
    cp.depth 5 \
    yosys_area_um2 138 \
    die_y_um 80 \
    setup_viol 0 \
    grt_max_degree 5 \
    timing.final.max_slew_violations 0 \
    fillers 399 \
    vias 193 \
    seq_cell_count 0 \
    synth_cell_types 11 \
    finalWirelength_um 631 \
    dieArea_mm2 0.00640 \
    cp_cell_sequence "buf_6 > or4_4 > nor2_4 > xnor2_1 > dlygate4sd2_1" \
    wl_per_cell_um 7.51 \
    cts_hold_buf 0 \
    sw_frac_of_total_pct 35.9 \
    path_class "primary input to output port" \
    p_int_mw 0.0407 \
    comb_power_share_pct 100.0 \
    cellPowerDensity_mw_per_mm2 163 \
    max_stage_delay_ns 0.56 \
    ys_cells 18 \
    seqCellArea_um2 0 \
    drv_cap 0 \
    max-slew-margin-rel_pct 81.2 \
    syn-cell-area_um2 138 \
    critPathBufInv 2 \
    startpoint "in[3]" \
    hold_violations 0 \
    diodes 0 \
    yosysTopAreaCell "xnor2_1" \
    grt_usage_pct 1.82 \
    core.rowCount 21 \
    area_delta_synth_final_pct 184 \
    hold_path_class "primary input to output port" \
    io_pins 16 \
    first_pass_iters 2 \
    drc 0 \
    grt_pass1_wl_um 959 \
    tightestPinTransition_ns 0.281 \
]
==> layer usage <==
layer  up-vias  global-route usage, %  share of wire (%)
met5         -                      0                  0
met1        79                   2.44                 46
met3         0                   1.25                 23
met4         0                      0                  0
met2        14                   2.49                 32
li1        100                      -                  -
==> final cells by class <==
type / instances / area share [%]
inverters: 2 / 1.92
well taps: 46 / 14.7
repair buffers: 21 / 46.5
multi-input cells: 15 / 36.9
==> power by group through the flow <==
stage     clock [mW]  combinational, mW  sequential (mW)
4_1_cts            0             0.0644                0
5_1_grt            0             0.0713                0
6_report           0             0.0635                0
==> worst min-delay path by stage <==
stage,start,endpoint,depth (start not counted)
CTS,in[3],out[7],5
global route,in[3],out[3],4
finish,in[3],out[3],4
==> cell families (layout without fill, tap and decap cells) <==
group	after synthesis	in the layout	synth area share [%]
AND/OR/NAND/NOR	8	8	41.8
buffers and inverters	3	23	10.9
adder cells (fa/ha/maj)	1	1	9.09
XOR/XNOR	6	6	38.2
==> cells in the mapped netlist <==
cell type / count
xor2_1: 2
buf_4: 1
nand2_1: 1
nor4_4: 1
nor3_1: 1
inv_1: 2
or4_4: 1
nand3_1: 1
nor2_1: 3
ha_1: 1
xnor2_1: 4
==> what timing repair did <==
action	in CTS	in global routing
pin swaps	5	2
setup endpoints to repair	7	3
gates resized	28	3
endpoints found under the hold margin	0	0
==> per-stage QoR <==
| step | setup WS [ns] | utilization, % | cells | cell area [um^2] |
|---|---|---|---|---|
| after floorplan | 0.347 | - | 18 | 138 |
| after global routing | -0.00308 | 11.4 | 84 | 390 |
| after global placement | -0.618 | 11.3 | 84 | 385 |
| after detailed placement | -0.639 | 11.3 | 84 | 385 |
| after CTS | -0.0555 | 11.1 | 84 | 379 |
| final | 0.0354 | 11.4 | 84 | 390 |
No activity file was given, so power comes from the tool's default toggle rates.
